**./design.v**
```verilog
module ArbTop #(
    parameter   FIFO_DEPTH = 8,
    parameter   WIDTH = 64
)(
    input                       CLK,
    input                       ASynReset_N,
    input                       i_DataValid_A, i_DataValid_B, i_DataValid_C,
    input       [WIDTH-1:0]     i_DataIn_A,    i_DataIn_B,    i_DataIn_C,
    input                       i_DataGrant_D,
    output wire                 o_DataValid_D,
    output wire [WIDTH-1:0]     o_DataOut_D,
    output wire                 o_DataGrant_A, o_DataGrant_B, o_DataGrant_C
);
wire                SynReset_N;
wire  [2:0]         arb_req, arb_grant;
wire                PassA_DataVld, PassB_DataVld, PassC_DataVld;
wire  [WIDTH-1:0]   PassA_Data,    PassB_Data,    PassC_Data;
assign {o_DataGrant_C, o_DataGrant_B, o_DataGrant_A} = arb_grant;
assign o_DataValid_D = (PassA_DataVld || PassB_DataVld || PassC_DataVld);
assign o_DataOut_D = PassA_DataVld ? PassA_Data :
                     PassB_DataVld ? PassB_Data :
                     PassC_DataVld ? PassC_Data :
                     0;
RstGen u_RstGen(
    .clk        ( CLK           ),
    .asrst_n    ( ASynReset_N   ),
    .srst_n     ( SynReset_N    )
);
RoundRobinArbiter u_RoundRobinArbiter(
    .clk        ( CLK           ),
    .asrst      ( ~SynReset_N   ),
    .en         ( i_DataGrant_D ),
    .req_vld    ( arb_req       ),
    .o_grant    ( arb_grant     )
);
SyncFIFO_Bypass #(
    .DEPTH      ( FIFO_DEPTH    ),
    .WIDTH      ( WIDTH         )
) u_PassA (
    .CLK        ( CLK           ),
    .Reset      ( ~SynReset_N   ),
    .i_Grant    ( arb_grant[0]  ),
    .i_WrEn     ( i_DataValid_A ),
    .i_WrData   ( i_DataIn_A    ),
    .o_Grant    ( arb_req[0]    ),
    .o_Valid    ( PassA_DataVld ),
    .o_Data     ( PassA_Data    )
);
SyncFIFO_Bypass #(
    .DEPTH      ( FIFO_DEPTH    ),
    .WIDTH      ( WIDTH         )
) u_PassB (
    .CLK        ( CLK           ),
    .Reset      ( ~SynReset_N   ),
    .i_Grant    ( arb_grant[1]  ),
    .i_WrEn     ( i_DataValid_B ),
    .i_WrData   ( i_DataIn_B    ),
    .o_Grant    ( arb_req[1]    ),
    .o_Valid    ( PassB_DataVld ),
    .o_Data     ( PassB_Data    )
);
PassC #(
    .WIDTH      ( WIDTH         )
)u_PassC (
    .CLK        ( CLK           ),
    .Reset      ( ~SynReset_N   ),
    .i_Grant    ( arb_grant[2]  ),
    .i_WrEn     ( i_DataValid_C ),
    .i_WrData   ( i_DataIn_C    ),
    .o_Grant    ( arb_req[2]    ),
    .o_Valid    ( PassC_DataVld ),
    .o_Data     ( PassC_Data    )
);
endmodule
module PassC #(
    parameter WIDTH = 8
)(
    input                       CLK,
    input                       Reset,       
    input                       i_WrEn,      
    input       [WIDTH-1:0]     i_WrData,    
    output reg                  o_Valid,     
    output reg  [WIDTH-1:0]     o_Data,
    input                       i_Grant,
    output wire                 o_Grant
);
assign o_Grant = i_WrEn;
always @(posedge CLK or posedge Reset) begin
    if (Reset)
        o_Valid <= 'd0;
    else
        o_Valid <= i_Grant;
end
always @(posedge CLK or posedge Reset) begin
    if (Reset)
        o_Data  <= 'd0;
    else if (i_Grant)
        o_Data  <= i_WrData;
end
endmodule
module RoundRobinArbiter(
    input wire clk,
    input wire asrst,            
    input wire en,
    input wire [2:0] req_vld,
    output reg [2:0] o_grant
);
reg [2:0] last_grant;            
always @(*) begin
    if (en)
        case (last_grant)
            'b001: begin
                if      (req_vld[1]) o_grant = 3'b010;
                else if (req_vld[2]) o_grant = 3'b100;
                else if (req_vld[0]) o_grant = 3'b001;
                else                 o_grant = 3'b000;
            end
            'b010: begin
                if      (req_vld[2]) o_grant = 3'b100;
                else if (req_vld[0]) o_grant = 3'b001;
                else if (req_vld[1]) o_grant = 3'b010;
                else                 o_grant = 3'b000;
            end
            'b100: begin
                if      (req_vld[0]) o_grant = 3'b001;
                else if (req_vld[1]) o_grant = 3'b010;
                else if (req_vld[2]) o_grant = 3'b100;
                else                 o_grant = 3'b000;
            end
            default: o_grant <= 3'b000;
        endcase
    else
        o_grant <= 3'b000;
end
always @(posedge clk or posedge asrst) begin
    if (asrst) last_grant <= 'b100;
    else if (en && (| req_vld)) begin
        last_grant <= o_grant;
    end
end
endmodule
module RstGen(
    input           clk,
    input           asrst_n,
    output wire     srst_n
);
reg  asrst_n_d1, asrst_n_d2;
always @(posedge clk or negedge asrst_n) begin
    if (!asrst_n) begin
        asrst_n_d1 <= 1'b0;
        asrst_n_d2 <= 1'b0;
    end
    else begin
        asrst_n_d1 <= asrst_n;
        asrst_n_d2 <= asrst_n_d1;
    end
end
assign srst_n = asrst_n_d2;
endmodule
module SyncFIFO #(
    parameter DEPTH = 192,
    parameter WIDTH = 8
)(
    input                           clk,
    input                           asrst,   
    input                           wren,    
    input           [WIDTH-1:0]     wrdata,  
    output   wire                   full,    
    input                           rden,    
    output   reg    [WIDTH-1:0]     rddata,  
    output   wire                   empty    
);
localparam ADDR_WIDTH = $clog2(DEPTH);       
reg  [WIDTH-1:0] mem [0:DEPTH-1];            
reg  [ADDR_WIDTH-1:0] wrptr;                 
reg  [ADDR_WIDTH-1:0] rdptr;
reg  [ADDR_WIDTH:0] cnt;                     
always @(posedge clk or posedge asrst) begin
    if (asrst) begin
        rdptr  <= 'd0;
        rddata <= 'd0;
    end 
    else if (rden && !empty) begin
        rddata <= mem[rdptr];
        if (rdptr < DEPTH - 1) 
            rdptr <= rdptr + 'd1;
        else rdptr <= 'd0;
    end
end
always @(posedge clk or posedge asrst) begin
    if (asrst) begin
        wrptr <= 'd0;
    end 
    else if (wren && !full) begin
        mem[wrptr] <= wrdata;
        if (wrptr < DEPTH - 1) 
            wrptr <= wrptr + 'd1;
        else wrptr <= 'd0;
    end
end
always @(posedge clk or posedge asrst) begin
    if (asrst) 
        cnt <= 'd0;
    else if (wren && !rden && !full)
        cnt <= cnt + 'd1;
    else if (!wren && rden && !empty)
        cnt <= cnt - 'd1;
end
assign full = (cnt == DEPTH);
assign empty = (cnt == 0);
endmodule
module SyncFIFO_Bypass #(
    parameter   DEPTH = 8,
    parameter   WIDTH = 64
)(
    input                       CLK,
    input                       Reset,       
    input                       i_WrEn,      
    input       [WIDTH-1:0]     i_WrData,    
    output wire                 o_Valid,     
    output wire [WIDTH-1:0]     o_Data,
    input                       i_Grant,
    output wire                 o_Grant
);
wire                    fifo_wren, fifo_rden;
wire                    fifo_empty;
wire  [WIDTH-1:0]       fifo_wrdata, fifo_rddata;
reg   [WIDTH-1:0]       i_WrData_reg;        
reg                     i_Grant_reg;         
always @(posedge CLK) begin
    i_WrData_reg <= i_WrData;
    i_Grant_reg  <= i_Grant;
end
assign o_Valid = i_Grant_reg;
assign fifo_wren = (i_WrEn && i_Grant && fifo_empty) ? 0 : i_WrEn;
assign fifo_wrdata = i_WrData;
assign fifo_rden = i_Grant;
assign o_Grant = fifo_empty ? i_WrEn : 1;
assign o_Data  = (i_Grant_reg && fifo_empty) ? i_WrData_reg : fifo_rddata;
SyncFIFO #(
    .DEPTH      ( DEPTH         ),
    .WIDTH      ( WIDTH         )
)u_SyncFIFO(
    .clk        ( CLK           ),
    .asrst      ( Reset         ),
    .wren       ( fifo_wren     ),
    .wrdata     ( fifo_wrdata   ),
    .full       (               ),
    .rden       ( fifo_rden     ),
    .rddata     ( fifo_rddata   ),
    .empty      ( fifo_empty    )
);
endmodule
```
**./run.sh**
```bash
#!/bin/bash
# OpenROAD 26Q1-2900-gdf79404cd8, Yosys 0.63+post, stock flow scripts
make -C /OpenROAD-flow-scripts/flow DESIGN_CONFIG=/design/flow/config.mk WORK_HOME=/design/flow/orfs finish
```
**./config.mk**
```make
export PLATFORM = sky130hd
export DESIGN_NAME = ArbTop
export DESIGN_NICKNAME = ArbTop
export VERILOG_FILES = /design/flow/design.v
export SDC_FILE = /design/flow/constraint.sdc
export NUM_CORES = 4
export LEC_CHECK = 1
export CORE_UTILIZATION = 50
```
**./constraint.sdc**
```tcl
current_design ArbTop

set clk_period 8.0
set clk_io_pct 0.2

create_clock -name clk0 -period $clk_period [get_ports {CLK}]

set non_clock_inputs [all_inputs -no_clocks]
set_input_delay [expr $clk_period * $clk_io_pct] -clock clk0 $non_clock_inputs
set_output_delay [expr $clk_period * $clk_io_pct] -clock clk0 [all_outputs]
```
==> flow_summary.json <==
{
  "remaining_drc_errors": 0,
  "worst_endpoint_required_time_ns": 6.40,
  "end_kind": "output pin",
  "totalWireLength_um": 142000,
  "final.setup_skew_ns": 0.0296,
  "share_of_final_layout_standard_cells_stronger_than_drive_strength_1": 0.130,
  "area_leaders": "sky130_fd_sc_hd__edfxtp_1 60%, sky130_fd_sc_hd__dfrtp_1 11%, sky130_fd_sc_hd__dfxtp_1 5.1%, sky130_fd_sc_hd__mux2_2 3.2%, sky130_fd_sc_hd__a221oi_1 2.6%",
  "worst_ir_drop_vdd_uv": 213,
  "cts_inserted_buffers": 139,
  "core-area_um2": 101000,
  "clk_transition_reported_paths_ns": 0.06,
  "top_area_cell": "sky130_fd_sc_hd__edfxtp_1",
  "clk_latency_ns": 0.75,
  "p_leak_nw": 20.5,
  "postCtsResizedCells": 0,
  "yosysChipArea_um2": 50900,
  "routedWlPerCell_um": 28.0,
  "seq_area_frac_synth": 0.762,
  "clkSinkCount": 1372,
  "critical_path.cell_chain": "or4_4 -> buf_4 -> mux2_2 -> a221oi_1 -> a31oi_1 -> clkdlybuf4s50_1",
  "power.share.combinational": 0.046,
  "fin_crit_ns": 5.86,
  "cp_num_buf_inv": 2,
  "first_global_vias": 32200,
  "startpoint_type": "flip-flop",
  "synth-cells-yosys": 3319,
  "synthTopCellsByCount": "1024 x sky130_fd_sc_hd__edfxtp_1, 349 x sky130_fd_sc_hd__nand2_1, 217 x sky130_fd_sc_hd__dfrtp_1",
  "antenna_found_initial": 29,
  "hold_path.class": "reg2async",
  "synth_flop_count": 1372,
  "initial_core_util": 0.507,
  "post_cts_hold_buffer_count": 0,
  "setup_viol": 0,
  "rsz0062_at_grt": "false",
  "portBuffers": 265,
  "yosysWarnings": 6,
  "crit_path_max_incr_delay_ns": 0.79,
  "synth-async-reset-ratio": 0.159,
  "ys.flop_type": "sky130_fd_sc_hd__edfxtp_1",
  "layout-area-overhead-vs-synth_pct": 17.5,
  "ant_nets": 0,
  "grt-ovfl-total": 0,
  "reported_net_switching_power_w": 0.00322,
  "worst_pin_slew_ns": 0.936,
  "report.final.hold_viol_count": 0,
  "power.share.sequential": 0.531,
  "route.detailed.vias_per_inst": 6.09,
  "global_route.usage.total": 0.307,
  "mappedNetlistArea_um2": 50900,
  "worstPathArrival_ns": 4.26,
  "timing.reg2reg.worst_path_depth": 10,
  "synthMostInstantiatedCell": "sky130_fd_sc_hd__edfxtp_1",
  "via_count": 30800,
  "synthesis.instances": 3319,
  "std_cell_rows": 116,
  "grt_first_pass_wirelength_um": 209000,
  "routabilityCongestion": 0.878,
  "max_slew_margin": 0.376,
  "power.switching_fraction": 0.211,
  "firstDrtPassIters": 7,
  "number_of_flops_mapped_to_enable_cells_by_yosys": 1024,
  "cts_tree": "yes",
  "die_width_um": 321,
  "timing_worst_setup_path_type": "reg2out",
  "grt_start_max_net_pins": 134,
  "cts-root-to-sink-buffers": 3,
  "finalClockPeriodUsage": 0.732,
  "hold_slack_ns": 0.348,
  "pwr-share-clk": 0.423,
  "timing.critical_path.fanout_max": 35,
  "path_delay_family": "buffers and inverters",
  "area_share_of_the_leading_cell_type_in_the_synthesized_netlist": 0.604,
  "die_height_um": 321,
  "setup-tns-final_ns": 0,
  "max_cap_viol_count": 0,
  "post_cts_buffers": 0,
  "slew_violations": 0,
  "drt-initial-drc-count": 2281,
  "htreeDepth": 4,
  "synth_cell_types": 61,
  "leading_registers_by_flop_count": "u_PassA.u_SyncFIFO.mem: 512 flops, u_PassB.u_SyncFIFO.mem: 512 flops",
  "outcome": "finished clean",
  "design.die.area_um2": 103000,
  "warning_count": 43,
  "worst_path_max_delay_cell": "sky130_fd_sc_hd__a221oi_1",
  "dp_hpwl_um": 84100,
  "io_pins": 266,
  "clockRootBuffer": "sky130_fd_sc_hd__clkbuf_16",
  "final.fill_count": 7267,
  "synth.avg_cell_area_um2": 15.4,
  "max_freq_mhz": 171,
  "p_int_w": 0.0121,
  "timing.critical_path.depth": 6,
  "pwrdens_nw_per_um2": 255
}
==> area by class of cell <==
class	count	area, µm²	share of cell area
Antenna cell	12	30.0	0.000502
Clock buffer	208	4050	0.0676
Clock inverter	50	523	0.00873
Inverter	14	52.6	0.000878
Multi-Input combinational cell	1692	11400	0.190
Sequential cell	1372	38800	0.648
Tap cell	1357	1700	0.0284
Timing Repair Buffer	353	3340	0.0558
==> power by group through the flow <==
stage	Sequential [W]	Combinational (W)	Clock (W)
CTS	0.00811	0.000712	0.00655
global route	0.00814	0.000764	0.00685
finish	0.00811	0.000702	0.00646
==> cells by family (layout without fill, tap and decap cells) <==
logic type | count (synthesis) | after routing | synth area share
and+or+nand+nor | 573 | 573 | 0.0473
buffers and inverters | 255 | 625 | 0.0195
AOI/OAI and AO/OA | 928 | 928 | 0.129
muxes | 153 | 153 | 0.0337
other | 0 | 12 | 0
DFF | 1372 | 1372 | 0.762
adders and majority gates | 28 | 28 | 0.00717
xor gates and xnor gates | 10 | 10 | 0.00172
==> per-layer routing <==
layer  track usage  wire length (µm)
met1         0.416             49700
met2         0.441             66300
met3         0.208             22300
met4        0.0593              2820
met5        0.0270               564
==> per-stage QoR <==
step           setup slack, ns  cells  utilization  total power, W  instance area [µm²]
2_1_floorplan            0.518   3319            -         0.00855                51000
3_3_place_gp              2.46   4788        0.550         0.00893                55300
3_5_place_dp              2.43   4788        0.550         0.00897                55300
4_1_cts                   2.10   5046        0.595          0.0154                59800
5_1_grt                   1.86   5057        0.595          0.0158                59900
6_report                  2.14   5058        0.595          0.0153                59900
==> cells in the final DEF (no fill, tap or decap), types with 12 or more instances in the layout <==
cell type / n
sky130_fd_sc_hd__edfxtp_1: 1024
sky130_fd_sc_hd__nand2_1: 348
sky130_fd_sc_hd__clkdlybuf4s50_1: 265
sky130_fd_sc_hd__dfrtp_1: 214
sky130_fd_sc_hd__a21oi_1: 152
sky130_fd_sc_hd__a221oi_1: 150
sky130_fd_sc_hd__clkbuf_16: 149
sky130_fd_sc_hd__mux2_2: 146
sky130_fd_sc_hd__dfxtp_1: 128
sky130_fd_sc_hd__a22oi_1: 109
sky130_fd_sc_hd__nand3_1: 90
sky130_fd_sc_hd__a31oi_1: 88
sky130_fd_sc_hd__nor2_1: 86
sky130_fd_sc_hd__buf_4: 86
sky130_fd_sc_hd__a222oi_1: 82
sky130_fd_sc_hd__o21ai_1: 75
sky130_fd_sc_hd__o21ai_0: 74
sky130_fd_sc_hd__o22ai_1: 70
sky130_fd_sc_hd__a22o_1: 69
sky130_fd_sc_hd__clkbuf_1: 49
sky130_fd_sc_hd__clkinv_1: 18
sky130_fd_sc_hd__ha_1: 16
sky130_fd_sc_hd__inv_1: 13
sky130_fd_sc_hd__o2111ai_1: 13
sky130_fd_sc_hd__diode_2: 12
sky130_fd_sc_hd__clkinv_2: 12
==> final timing paths <==
check | slack, ns | to | from
max in group asynchronous | 5.88 | u_PassB.u_SyncFIFO.rddata[24] | u_RstGen.asrst_n_d2
hold / removal | 0.35 | u_PassA.u_SyncFIFO.rddata[45] | u_RstGen.asrst_n_d2
min in group clk0 | 0.36 | u_RstGen.asrst_n_d2 | u_RstGen.asrst_n_d1
setup / recovery | 2.14 | o_DataOut_D[52] | u_PassB.u_SyncFIFO.cnt[0]
hold reg to reg | 0.35 | u_PassA.u_SyncFIFO.rddata[45] | u_RstGen.asrst_n_d2
setup reg to reg | 3.66 | u_PassB.u_SyncFIFO.mem[0][3] | u_PassA.u_SyncFIFO.cnt[0]
No activity file was given, so power comes from the tool's default toggle rates.
